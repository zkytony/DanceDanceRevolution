--- /design/flow/design.v ---
module LFSR_8b(Q, Clock, Reset);
	input Clock, Reset;
	output [7:0] Q;
	parameter x1 = 7, x2 = 5, x3 = 4, x4 = 3;
	wire in;
	xnor (in, Q[x1], Q[x2], Q[x3], Q[x4]);
	D_FF dff0 (Q[0], in, Reset, Clock);
	D_FF dff1 (Q[1], Q[0], Reset, Clock);
	D_FF dff2 (Q[2], Q[1], Reset, Clock);
	D_FF dff3 (Q[3], Q[2], Reset, Clock);
	D_FF dff4 (Q[4], Q[3], Reset, Clock);
	D_FF dff5 (Q[5], Q[4], Reset, Clock);
	D_FF dff6 (Q[6], Q[5], Reset, Clock);
	D_FF dff7 (Q[7], Q[6], Reset, Clock);
endmodule 
module full_adder(Co, S, A, B, Ci);
	input A, B, Ci;
	output Co, S;
	wire sum;
	wire c_first, c_second;  
	half_adder first (c_first, sum, A, B);
	half_adder second (c_second, S, sum, Ci);
	or (Co, c_first, c_second);
endmodule
module half_adder(C, S, A, B);
	input A, B;
	output C, S;
	xor (S, A, B);  
	and (C, A, B);  
endmodule 
module random_1(press, Clock, Reset);  
	input Clock, Reset;
	output press;
	reg press;
	wire [7:0] rgen0;
	wire [7:0] rgen1;
	wire [8:0] sum;
	wire [8:0] carry;
	LFSR_8b lfsr1 (rgen0, Clock, Reset);
	LFSR_8b lfsr2 (rgen1, Clock, Reset);
	ten_bit_adder adder (carry, sum, rgen0, rgen1);
	always @(posedge Clock)
		if (carry[7] == 1'b1)
			begin
				press = 1'b1;
			end
		else
			begin
				press = 1'b0;
			end
endmodule
module ten_bit_adder(C, S, A, B);
	input [9:0] A;
	input [9:0] B;
	output [9:0] S;
	output [9:0] C;
	full_adder FA0 (C[0], S[0], A[0], B[0], 0);
	full_adder FA1 (C[1], S[1], A[1], B[1], C[0]);
	full_adder FA2 (C[2], S[2], A[2], B[2], C[1]);
	full_adder FA3 (C[3], S[3], A[3], B[3], C[2]);
	full_adder FA4 (C[4], S[4], A[4], B[4], C[3]);
	full_adder FA5 (C[5], S[5], A[5], B[5], C[4]);
	full_adder FA6 (C[6], S[6], A[6], B[6], C[5]);
	full_adder FA7 (C[7], S[7], A[7], B[7], C[6]);
	full_adder FA8 (C[8], S[8], A[8], B[8], C[7]);
	full_adder FA9 (C[9], S[9], A[9], B[9], C[8]);
endmodule 
module D_FF (q, d, reset, clk);
	output q;
	input d, reset, clk;
	reg q;  
	always @(posedge clk or posedge reset)
		if (reset)
			q = 0;  
		else
			q = d;  
endmodule 
module clock_divider (clock, divided_clocks);
	input clock;
	output [31:0] divided_clocks;
	reg [31:0] divided_clocks;
	initial
		divided_clocks = 0;
	always @(posedge clock)
		divided_clocks = divided_clocks + 1;
endmodule  
--- /design/flow/run.sh ---
#!/bin/bash
# OpenROAD 26Q1-2900-gdf79404cd8, Yosys 0.63+post, stock flow scripts
make -C /OpenROAD-flow-scripts/flow DESIGN_CONFIG=/design/flow/config.mk WORK_HOME=/design/flow/orfs finish
--- /design/flow/config.mk ---
export PLATFORM = sky130hd
export DESIGN_NAME = random_1
export DESIGN_NICKNAME = random_1
export VERILOG_FILES = /design/flow/design.v
export SDC_FILE = /design/flow/constraint.sdc
export NUM_CORES = 4
export LEC_CHECK = 1
export CORE_AREA = 10 10 78 78
export DIE_AREA = 0 0 88 88
--- /design/flow/constraint.sdc ---
current_design random_1

set clk_period 2.4
set clk_io_pct 0.2

create_clock -name clk0 -period $clk_period [get_ports {Clock}]

set non_clock_inputs [all_inputs -no_clocks]
set_input_delay [expr $clk_period * $clk_io_pct] -clock clk0 $non_clock_inputs
set_output_delay [expr $clk_period * $clk_io_pct] -clock clk0 [all_outputs]
==> run notes <==
yosys + openroad results -> placed cells=94, CP delay by family, top=buffers and inverters, Worst Setup Start Kind=register, diode count=0, Finish-stage setup viols=0, Slew HR=0.6202, hold path start=lfsr2.dff2.q, number of global-route vias before repair=329, DRC Markers=0, count of state elements after synthesis=17, worst slew pin tran=0.5690 ns, CP cell instances=clkdlybuf4s50_1, max-slew violation count=0, Yosys cell types=12, leading area contributor after synthesis=dfrtp_1, H-Tree Depth=1, area delta synth->final=21.00%, register share after synthesis=0.6720, initial drt markers=6, yosys warns=7, RSZ-0062 raised after global routing=no, Fillers=478, clock insertion delay at the later pin of the skew report=0.24 ns, LEAKAGE=just under 0.0003 uW, Max-cap violations=0, via/cell ratio=3.000, Commonest flop=dfrtp_1, fin cells=98, FF-to-FF path depth=4, die extent in x=88 um, IO Count=3, min-delay worst type=register to register, post-route ant nets=0, FP Util=0.1417, Layout Utilization=0.1715, die area=7744 um2, Slowest-stage cell, CP=clkdlybuf4s50_1, clock sink total=17, critical path peak fanout=1, final worst slack=between 0.9 and 1 ns, clock skew=0.002398 ns, top-count cell post-synth=dfrtp_1, I/O Buffers=2, Setup Crit Path Kind=register to primary output, Slowest Stage Delay on Critical Path=roughly 0.46 ns, kind of end point of the critical path=primary output, top cells by count, synth=dfrtp_1 (16), ha_1 (7), xnor2_1 (6), placer congestion estimate=0.7576, top cells, area=dfrtp_1 (64%), ha_1 (14%), xnor2_1 (8.4%), # Cells Yosys=40, share of cells above drive strength 1=0.1087, Synth Cell Area=about 630 um2, min Tclk post-route=1.494 ns, Area leader share=0.6400, CP Launch Point=press, Gate Count Post-Synth=40, post-CTS sizing=0, cycle use final=0.6227, Worst Hold Depth=0, CP Buf/Inv Count=1, tool warnings=25, Hold Slack=0.3794 ns, WL/cell=8.796 um, Clock Path Buffers=2, Worst Path Required=1.92 ns, Async SR Flop Fraction=0.9412, Crit path depth=1, core area=about 4400 um2, first drt pass iteration count=3, status=completed, Avg Inst Size Synth=around 16 um2, post-synthesis chip area from yosys=625.6 um2, CTS tree=built, fmax=0.6692 GHz, hold_buf cts=0, DIE HEIGHT=88 um, Routed WL=between 800 and 900 um, first-pass GRT wire length=1614 um, P per Cell Area=654.9 nW/um2, Rows=24, CTS buffer count=3, clock slew at the register clock pins of the worst setup and hold paths=0.06 ns, largest net degree at the start of global routing=17, worst path arrival time=1.01 ns, initial antenna violation count=0, reg2reg start=lfsr1.dff5.q, number of enable flip-flop cells=0, Root Buffer=clkbuf_8, GR Util All Layers=0.02645, setup TNS=0 ns, postcts setup bufs=0, Peak VDD IR=0.2299 mV, Place WS=0.9571 ns, Final Hold Fails=0, routed vias=294, total congestion overflow=0
[stage by stage]
| stage | power [uW] | area, um2 |
|---|---|---|
| finish | 495.7 | 757.0 |
| detailed placement | 298.7 | 710.7 |
| CTS | 501.5 | 757.0 |
| global placement | 298.5 | 710.7 |
| floorplan | 295.7 | 625.6 |
| global route | 523.1 | 757.0 |
[layout make-up]
type | count | area [um2] | share of cell area
clock inverter | 1 | 5.005 | 0.006612
tap | 52 | 65.06 | 0.08595
clock buffer | 3 | 41.29 | 0.05455
inverter | 1 | 3.754 | 0.004959
timing repair buffer | 2 | 20.02 | 0.02645
sequential | 17 | 420.4 | 0.5554
multi-input combinational | 22 | 201.4 | 0.2661
[power breakdown]
group | internal [uW] | switching [uW] | total, uW | leakage, uW
logic | 1.51 | 4.90 | 6.41 | 0.0000972
registers | 286 | 0 | 286 | 0.000171
clock network | 115 | 88.2 | 203 | 0.0000255
total | 403 | 93.1 | 496 | 0.000294
[layer usage]
layer  share of wire  vias up  track usage  wire length, um
li1                -      152            -                -
met1            0.54      140      0.03934              467
met2            0.39        2      0.03108              337
met3           0.066        0      0.01777               57
met4               0        0     0.002899                0
met5               0        -            0                0
[placed cells by master (no fill, tap or decap)]
cell,instances
a2111oi_2,1
dfxtp_1,1
nand2_1,1
xnor2_1,6
o22a_1,1
clkdlybuf4s50_1,2
nand3_1,2
o21a_1,1
clkbuf_8,3
dfrtp_1,16
ha_1,7
a21oi_1,2
clkinv_2,1
nand4_1,1
inv_1,1
[logic make-up (layout without fill, tap and decap cells)]
kind of cell	count (synthesis)	count (layout)	synth area share
flip-flops	17	17	0.6720
AND-OR/OR-AND	5	5	0.06600
AND/OR/NAND/NOR	4	4	0.03200
buffers and inverters	1	7	0.005994
adder cells (fa/ha/maj)	7	7	0.1400
XOR/XNOR	6	6	0.08400
[worst register-to-register path, delay by kind of cell (launching register included)]
family | cells | cell delay (ns)
fa+ha+maj | 1 | 0.35
simple gates | 1 | 0.09
compound gates | 2 | 0.50
flops | 1 | 0.41
[path summary, 6_finish.rpt]
kind                       slack, ns      endpoint
max in group asynchronous       1.44  lfsr2.dff1.q
max reg2reg                     0.94         press
min reg2reg                     0.38  lfsr2.dff3.q
min in group asynchronous       0.59  lfsr1.dff7.q
min                             0.38  lfsr2.dff3.q
max                             0.91         press
Power is estimated from default activity; no workload was simulated.
