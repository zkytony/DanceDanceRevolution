==> design.v <==
module LFSR_10b(Q, Clock, Reset);
	input Clock, Reset;
	output [9:0] Q;
	parameter x1 = 6, x2 = 9;
	wire in;
	xnor (in, Q[x1], Q[x2]);
	D_FF dff0 (Q[0], in, Reset, Clock);
	D_FF dff1 (Q[1], Q[0], Reset, Clock);
	D_FF dff2 (Q[2], Q[1], Reset, Clock);
	D_FF dff3 (Q[3], Q[2], Reset, Clock);
	D_FF dff4 (Q[4], Q[3], Reset, Clock);
	D_FF dff5 (Q[5], Q[4], Reset, Clock);
	D_FF dff6 (Q[6], Q[5], Reset, Clock);
	D_FF dff7 (Q[7], Q[6], Reset, Clock);
	D_FF dff8 (Q[8], Q[7], Reset, Clock);
	D_FF dff9 (Q[9], Q[8], Reset, Clock);
endmodule 
module full_adder(Co, S, A, B, Ci);
	input A, B, Ci;
	output Co, S;
	wire sum;
	wire c_first, c_second;  
	half_adder first (c_first, sum, A, B);
	half_adder second (c_second, S, sum, Ci);
	or (Co, c_first, c_second);
endmodule
module half_adder(C, S, A, B);
	input A, B;
	output C, S;
	xor (S, A, B);  
	and (C, A, B);  
endmodule 
module random_3(press, Clock, Reset);  
	input Clock, Reset;
	output press;
	reg press;
	wire [9:0] rgen0;
	wire [9:0] rgen1;
	wire [10:0] sum;
	wire [10:0] carry;
	LFSR_10b lfsr1 (rgen0, Clock, Reset);
	LFSR_10b lfsr2 (rgen1, Clock, Reset);
	ten_bit_adder adder (carry, sum, rgen0, rgen1);
	always @(posedge Clock)
		if (carry[9] == 1'b1)
			begin
				press = 1'b1;
			end
		else
			begin
				press = 1'b0;
			end
endmodule
module ten_bit_adder(C, S, A, B);
	input [9:0] A;
	input [9:0] B;
	output [9:0] S;
	output [9:0] C;
	full_adder FA0 (C[0], S[0], A[0], B[0], 0);
	full_adder FA1 (C[1], S[1], A[1], B[1], C[0]);
	full_adder FA2 (C[2], S[2], A[2], B[2], C[1]);
	full_adder FA3 (C[3], S[3], A[3], B[3], C[2]);
	full_adder FA4 (C[4], S[4], A[4], B[4], C[3]);
	full_adder FA5 (C[5], S[5], A[5], B[5], C[4]);
	full_adder FA6 (C[6], S[6], A[6], B[6], C[5]);
	full_adder FA7 (C[7], S[7], A[7], B[7], C[6]);
	full_adder FA8 (C[8], S[8], A[8], B[8], C[7]);
	full_adder FA9 (C[9], S[9], A[9], B[9], C[8]);
endmodule 
module D_FF (q, d, reset, clk);
	output q;
	input d, reset, clk;
	reg q;  
	always @(posedge clk or posedge reset)
		if (reset)
			q = 0;  
		else
			q = d;  
endmodule 
module clock_divider (clock, divided_clocks);
	input clock;
	output [31:0] divided_clocks;
	reg [31:0] divided_clocks;
	initial
		divided_clocks = 0;
	always @(posedge clock)
		divided_clocks = divided_clocks + 1;
endmodule  
==> run.sh <==
#!/bin/bash
# OpenROAD 26Q1-2900-gdf79404cd8, Yosys 0.63+post, stock flow scripts
make -C /OpenROAD-flow-scripts/flow DESIGN_CONFIG=/design/flow/config.mk WORK_HOME=/design/flow/orfs finish
==> config.mk <==
export PLATFORM = sky130hd
export DESIGN_NAME = random_3
export DESIGN_NICKNAME = random_3
export VERILOG_FILES = /design/flow/design.v
export SDC_FILE = /design/flow/constraint.sdc
export NUM_CORES = 4
export LEC_CHECK = 1
export CORE_AREA = 10 10 83 83
export DIE_AREA = 0 0 93 93
==> constraint.sdc <==
current_design random_3

set clk_period 2.0
set clk_io_pct 0.2

create_clock -name clk0 -period $clk_period [get_ports {Clock}]

set non_clock_inputs [all_inputs -no_clocks]
set_input_delay [expr $clk_period * $clk_io_pct] -clock clk0 $non_clock_inputs
set_output_delay [expr $clk_period * $clk_io_pct] -clock clk0 [all_outputs]
==> impl_metrics.env <==
# physical design summary
export IMPL_fillers=579
export IMPL_maxCapViolations=0
export IMPL_top_cells_by_area="dfrtp_1, ha_1, a21oi_1"
export IMPL_antennaDiodeCount=0
export IMPL_ys_seq_share_pct=71.72
export IMPL_io_pins=3
export IMPL_via_per_inst=3.025
export IMPL_power_total_mw=0.6971
export IMPL_worstSetupPathType="reg2out"
export IMPL_drt_wirelength_per_cell_um=8.992
export IMPL_wl_met2_um=488
export IMPL_tightest_slew_ns=0.6955
export IMPL_highest_layer="met4"
export IMPL_lay_top_count="dfrtp_1"
export IMPL_drt_initial_drc_count=36
export IMPL_cts_max_level=1
export IMPL_p_per_area_nw_per_um2=792.6
export IMPL_cp_max_fo=1
export IMPL_cts_made_buffers=3
export IMPL_critPathBufInv=1
export IMPL_postRouteAntennaNets=0
export IMPL_path_clk_slew_ns=0.07
export IMPL_rows=26
export IMPL_syn_area_per_cell_um2=16.13
export IMPL_slew_violations=0
export IMPL_crit_path_end_kind="output pin"
export IMPL_crit_slowest_cell="clkdlybuf4s50_1"
export IMPL_grt_pass1_wl_mm=1.842
export IMPL_totalNegativeSetupSlack_ns=0
export IMPL_tritoncts="done"
export IMPL_fp_util_pct=14.12
export IMPL_fin_util_pct=17.11
export IMPL_critPathArrivalTime_ns=1.04
export IMPL_grt_max_degree=21
export IMPL_yosys_area_top_type="dfrtp_1"
export IMPL_rsz0062_at_grt="false"
export IMPL_status="finished clean"
export IMPL_fmax_mhz=696.5
export IMPL_die_h_um=93
export IMPL_synth_warnings=5
export IMPL_synth_distinct_cells=12
export IMPL_synth_area_um2=725.7
export IMPL_ctsRootBufferMaster="clkbuf_8"
export IMPL_clock_path_buffers=2
export IMPL_startpoint_type="flop"
export IMPL_antenna_found_initial=0
export IMPL_post_route_period_util_pct=71.79
export IMPL_period_minus_slack_ns=1.436
export IMPL_met1_length_um=509
export IMPL_hold_buffers=0
export IMPL_wl_mm=1.088
export IMPL_hold_viol=0
export IMPL_relSlewSlack_pct=53.58
export IMPL_grt_pass1_vias=415
export IMPL_synthCells=45
export IMPL_chip_area_um2=8649
export IMPL_clock_skew_ns=0.0008659
export IMPL_drc_errors=0
export IMPL_cp_top_family="buffers and inverters"
export IMPL_ys_chip_area_um2=725.7
export IMPL_synth_top_area_share_pct=68.97
export IMPL_gp_congestion=0.8231
export IMPL_grt_ovfl_total=0
export IMPL_cellLeakagePower_nw=0.4111
export IMPL_max_stage_delay_ns=0.47
export IMPL_clock_sinks=21
export IMPL_ys_cells=45
export IMPL_tool_warnings=25
export IMPL_core_um2=5140
export IMPL_cp_required_ns=1.60
export IMPL_met3_wirelength_um=67
export IMPL_track_usage_pct=2.619
export IMPL_fp_dieW_um=93
export IMPL_ir_worst_vdd_v=0.0002203
export IMPL_vias=366
export IMPL_post_cts_resized=0
export IMPL_port_buffers=2
export IMPL_cts_setup_buffers=0
export IMPL_ys_ff=21
export IMPL_lay_top_cells="dfrtp_1, ha_1, a21oi_1"
export IMPL_insertion_delay_ns=0.25
export IMPL_worstHoldPathType="reg2reg"
export IMPL_setup_viol=0
export IMPL_areaGrowthSynthToFinish_pct=21.21
export IMPL_drive_gt1_share_pct=7.843
export IMPL_dr_pass1_iters=3
export IMPL_cp_cell_sequence="clkdlybuf4s50_1"
[sequential cells by signal, summed over array words and instances (netlist names)]
| signal | flops |
|---|---|
| lfsr1.dff4.q | 1 |
| lfsr2.dff8.q | 1 |
| lfsr2.dff4.q | 1 |
| lfsr2.dff3.q | 1 |
| lfsr2.dff2.q | 1 |
| lfsr2.dff5.q | 1 |
| lfsr1.dff3.q | 1 |
| lfsr1.dff6.q | 1 |
| lfsr1.dff1.q | 1 |
| lfsr1.dff2.q | 1 |
| lfsr1.dff7.q | 1 |
| press | 1 |
| lfsr2.dff0.q | 1 |
| lfsr2.dff9.q | 1 |
| lfsr1.dff5.q | 1 |
| lfsr2.dff1.q | 1 |
| lfsr2.dff6.q | 1 |
| lfsr1.dff9.q | 1 |
| lfsr2.dff7.q | 1 |
| lfsr1.dff8.q | 1 |
| lfsr1.dff0.q | 1 |
[per-stage QoR]
stage                     hold WS (ns)  cells  instance area, um^2  setup slack (ns)
after global routing            0.3936    121                879.6            0.5100
final                           0.3817    121                879.6            0.5643
after detailed placement        0.3678    117                833.3            0.6480
after global placement          0.3605    117                833.3            0.7327
after CTS                       0.3842    121                879.6            0.5425
after floorplan                 0.3538     45                725.7            0.8267
[layout make-up]
type | count | area, um^2 | share of cell area [%]
Timing Repair Buffer | 2 | 20.02 | 2.276
Inverter | 2 | 7.507 | 0.8535
Tap cell | 70 | 87.58 | 9.957
Clock buffer | 3 | 41.29 | 4.694
Sequential cell | 21 | 520.5 | 59.17
Clock inverter | 1 | 5.005 | 0.5690
Multi-Input combinational cell | 22 | 197.7 | 22.48
[kinds of logic (layout without fill, tap and decap cells)]
kind of cell / after synthesis / after routing / synth area share [%]
and+or+nand+nor: 3 / 3 / 2.241
buffers and inverters: 2 / 8 / 1.035
xor gates and xnor gates: 2 / 2 / 2.414
AOI/OAI and AO/OA: 8 / 8 / 7.069
adders and majority gates: 9 / 9 / 15.52
DFF: 21 / 21 / 71.72
[synthesized netlist by cell type, drive strengths merged]
| cell | n |
|---|---|
| nand3 | 1 |
| dfxtp | 1 |
| a21oi | 4 |
| o21a | 1 |
| inv | 2 |
| a2bb2oi | 1 |
| nand4 | 1 |
| nor3 | 1 |
| ha | 9 |
| dfrtp | 20 |
| o211ai | 2 |
| xnor2 | 2 |
[worst paths after layout]
path                                        start                endpoint  slack, ns  depth (start not counted)
min                        lfsr2.dff2.q$_DFF_PP0_  lfsr2.dff3.q$_DFF_PP0_       0.38                          0
min reg2reg                lfsr2.dff2.q$_DFF_PP0_  lfsr2.dff3.q$_DFF_PP0_       0.38                          0
max reg2reg                lfsr1.dff9.q$_DFF_PP0_           press$_DFF_P_       0.69                          4
max in group asynchronous                   Reset  lfsr1.dff9.q$_DFF_PP0_       1.01                          2
max                                 press$_DFF_P_                   press       0.56                          1
min in group asynchronous                   Reset  lfsr1.dff4.q$_DFF_PP0_       0.55                          2
[where the power goes]
part	leakage, nW	total (mW)	switching, mW	internal [mW]
Combinational	0.124	0.00891	0.00711	0.00180
Clock	0.0255	0.264	0.126	0.138
Sequential	0.261	0.424	0	0.424
Total	0.411	0.697	0.133	0.564
[per-layer routing]
layer  up-vias  track usage [%]
li1        170                -
met1       190            3.175
met2         4            3.914
met3         2            1.292
met4         0            1.028
met5         -                0
Power figures rest on the tool's default switching activity, not on a simulated workload.
