### /design/flow/run.sh
#!/bin/bash
# OpenROAD 26Q1-2900-gdf79404cd8, Yosys 0.63+post, stock flow scripts
make -C /OpenROAD-flow-scripts/flow DESIGN_CONFIG=/design/flow/config.mk WORK_HOME=/design/flow/orfs finish
### /design/flow/config.mk
export PLATFORM = sky130hd
export DESIGN_NAME = bank
export DESIGN_NICKNAME = bank
export VERILOG_FILES = /design/flow/design.v
export SDC_FILE = /design/flow/constraint.sdc
export NUM_CORES = 4
export LEC_CHECK = 1
export CORE_AREA = 10 10 71 71
export DIE_AREA = 0 0 81 81
### /design/flow/constraint.sdc
current_design bank

set clk_period 3.0
set clk_io_pct 0.2

create_clock -name clk0 -period $clk_period [get_ports {Clock}]

set non_clock_inputs [all_inputs -no_clocks]
set_input_delay [expr $clk_period * $clk_io_pct] -clock clk0 $non_clock_inputs
set_output_delay [expr $clk_period * $clk_io_pct] -clock clk0 [all_outputs]
### /design/flow/design.v
module L0(Clock, Reset, BL, KEY, TOP_POS, lighton, pt);
	input Clock, Reset, BL, KEY;
	input [2:0] TOP_POS;   
	output lighton;  
	output signed [3:0] pt;  
	wire [1:0] PS;
	reg [1:0] NS;
	reg lighton;
	reg [3:0] pt;
	parameter [1:0] OFF = 2'b00, ON = 2'b01, PRESS = 2'b10;
	parameter [2:0] no_light_on = 3'b000, _0 = 3'b001, _1 = 3'b010, _2 = 3'b011, _3 = 3'b100, _4 = 3'b101;
	parameter signed [3:0] no_point = 4'b0000, plus_one = 4'b0001, plus_two = 4'b0010, neg_two = 4'b1110;
	always @(BL or KEY or TOP_POS or PS)
		case (PS)
			OFF:
				if (BL == 1'b1 && (KEY == 1'b0 || !(TOP_POS == no_light_on))) NS = ON;  
				else NS = OFF;  
			ON:
				if (BL == 1'b1 && (KEY == 1'b0 || !(TOP_POS == no_light_on))) NS = ON;  
				else if (BL == 1'b1 && (KEY == 1'b1 && (TOP_POS == no_light_on))) NS = PRESS;
				else NS = OFF;
			PRESS:
				NS = OFF;  
			default:
				NS = 2'bxx;
		endcase 
	always @(PS)
		case (PS)
			OFF:
				begin
					lighton = 1'b0;
					pt = no_point;
				end
			ON:
				begin
					lighton = 1'b1;
					pt = no_point;
				end
			PRESS:
				begin
					lighton = 1'b0;
					pt = neg_two;
				end
			default:
				begin
					lighton = 1'bx;
					pt = 2'bxx;
				end
		endcase
	D_FF dff0 (PS[0], NS[0], Reset, Clock);
	D_FF dff1 (PS[1], NS[1], Reset, Clock);
endmodule
module test_L0;
	reg clk, reset, bl, key;
	reg [2:0] top_pos;
	wire lit;
	wire [1:0] pt;
	parameter cc = 10;
	L0 L (clk, reset, bl, key, top_pos, lit, pt);
	always
		#cc clk = ~clk;
	always
		#(2*cc) top_pos = top_pos + 1;
	always
		#(4*cc) bl = ~bl;
	always
		#(5*cc) key = ~key;
	initial
	begin
		reset = 1;
		clk = 0;
		top_pos = 3'b000;
		bl = 0;
		key = 0;
		#cc reset = 0;
	end
endmodule 
module L1(Clock, Reset, BL, KEY, TOP_POS, lighton, pt);
	input Clock, Reset, BL, KEY;
	input [2:0] TOP_POS;   
	output lighton;  
	output signed [3:0] pt;  
	wire [1:0] PS;
	reg [1:0] NS;
	reg lighton;
	reg [3:0] pt;
	parameter [1:0] OFF = 2'b00, ON = 2'b01, PRESS = 2'b10;
	parameter [2:0] no_light_on = 3'b000, _0 = 3'b001, _1 = 3'b010, _2 = 3'b011, _3 = 3'b100, _4 = 3'b101;
	parameter signed [3:0] no_point = 4'b0000, plus_one = 4'b0001, plus_two = 4'b0010, neg_two = 4'b1110;
	always @(BL or KEY or TOP_POS or PS)
		case (PS)
			OFF:
				if (BL == 1'b1 && (KEY == 1'b0 || !(TOP_POS == _0))) NS = ON;  
				else if (BL == 1'b1 && (KEY == 1'b1 && (TOP_POS == _0))) NS = PRESS;
				else NS = OFF;  
			ON:
				if (BL == 1'b1 && (KEY == 1'b0 || !(TOP_POS == _0))) NS = ON;  
				else if (BL == 1'b1 && (KEY == 1'b1 && (TOP_POS == _0))) NS = PRESS;
				else NS = OFF;
			PRESS:
				NS = OFF;  
			default:
				NS = 2'bxx;
		endcase 
	always @(PS)
		case (PS)
			OFF:
				begin
					lighton = 1'b0;
					pt = no_point;
				end
			ON:
				begin
					lighton = 1'b1;
					pt = no_point;
				end
			PRESS:
				begin
					lighton = 1'b0;
					pt = neg_two;
				end
			default:
				begin
					lighton = 1'bx;
					pt = 2'bxx;
				end
		endcase
	D_FF dff0 (PS[0], NS[0], Reset, Clock);
	D_FF dff1 (PS[1], NS[1], Reset, Clock);
endmodule
module test_L1;
	reg clk, reset, bl, key;
	reg [2:0] top_pos;
	wire lit;
	wire [1:0] pt;
	parameter cc = 10;
	L1 L (clk, reset, bl, key, top_pos, lit, pt);
	always
		#cc clk = ~clk;
	always
		#(2*cc) top_pos = top_pos + 1;
	always
		#(5*cc) bl = ~bl;
	always
		#(5*cc) key = ~key;
	initial
	begin
		reset = 1;
		clk = 0;
		top_pos = 3'b000;
		bl = 0;
		key = 0;
		#cc reset = 0;
	end
endmodule 
module L2(Clock, Reset, BL, KEY, TOP_POS, lighton, pt);
	input Clock, Reset, BL, KEY;
	input [2:0] TOP_POS;   
	output lighton;  
	output signed [3:0] pt;  
	wire [1:0] PS;
	reg [1:0] NS;
	reg lighton;
	reg [3:0] pt;
	parameter [1:0] OFF = 2'b00, ON = 2'b01, PRESS = 2'b10;
	parameter [2:0] no_light_on = 3'b000, _0 = 3'b001, _1 = 3'b010, _2 = 3'b011, _3 = 3'b100, _4 = 3'b101;
	parameter signed [3:0] no_point = 4'b0000, plus_one = 4'b0001, plus_two = 4'b0010, neg_two = 4'b1110;
	always @(BL or KEY or TOP_POS or PS)
		case (PS)
			OFF:
				if (BL == 1'b1 && (KEY == 1'b0 || !(TOP_POS == _1))) NS = ON;  
				else if (BL == 1'b1 && (KEY == 1'b1 && (TOP_POS == _1))) NS = PRESS;
				else NS = OFF;  
			ON:
				if (BL == 1'b1 && (KEY == 1'b0 || !(TOP_POS == _1))) NS = ON;  
				else if (BL == 1'b1 && (KEY == 1'b1 && (TOP_POS == _1))) NS = PRESS;
				else NS = OFF;
			PRESS:
				NS = OFF;  
			default:
				NS = 2'bxx;
		endcase 
	always @(PS)
		case (PS)
			OFF:
				begin
					lighton = 1'b0;
					pt = no_point;
				end
			ON:
				begin
					lighton = 1'b1;
					pt = no_point;
				end
			PRESS:
				begin
					lighton = 1'b0;
					pt = plus_one;
				end
			default:
				begin
					lighton = 1'bx;
					pt = 2'bxx;
				end
		endcase
	D_FF dff0 (PS[0], NS[0], Reset, Clock);
	D_FF dff1 (PS[1], NS[1], Reset, Clock);
endmodule
module test_L2;
	reg clk, reset, bl, key;
	reg [2:0] top_pos;
	wire lit;
	wire [1:0] pt;
	parameter cc = 10;
	L2 L (clk, reset, bl, key, top_pos, lit, pt);
	always
		#cc clk = ~clk;
	always
		#(2*cc) top_pos = top_pos + 1;
	always
		#(5*cc) bl = ~bl;
	always
		#(5*cc) key = ~key;
	initial
	begin
		reset = 1;
		clk = 0;
		top_pos = 3'b000;
		bl = 0;
		key = 0;
		#cc reset = 0;
	end
endmodule 
module L3(Clock, Reset, BL, KEY, TOP_POS, lighton, pt);
	input Clock, Reset, BL, KEY;
	input [2:0] TOP_POS;   
	output lighton;  
	output signed [3:0] pt;  
	wire [1:0] PS;
	reg [1:0] NS;
	reg lighton;
	reg [3:0] pt;
	parameter [1:0] OFF = 2'b00, ON = 2'b01, PRESS = 2'b10;
	parameter [2:0] no_light_on = 3'b000, _0 = 3'b001, _1 = 3'b010, _2 = 3'b011, _3 = 3'b100, _4 = 3'b101;
	parameter signed [3:0] no_point = 4'b0000, plus_one = 4'b0001, plus_two = 4'b0010, neg_two = 4'b1110;
	always @(BL or KEY or TOP_POS or PS)
		case (PS)
			OFF:
				if (BL == 1'b1 && (KEY == 1'b0 || !(TOP_POS == _2))) NS = ON;  
				else if (BL == 1'b1 && (KEY == 1'b1 && (TOP_POS == _2))) NS = PRESS;
				else NS = OFF;  
			ON:
				if (BL == 1'b1 && (KEY == 1'b0 || !(TOP_POS == _2))) NS = ON;  
				else if (BL == 1'b1 && (KEY == 1'b1 && (TOP_POS == _2))) NS = PRESS;
				else NS = OFF;
			PRESS:
				NS = OFF;  
			default:
				NS = 2'bxx;
		endcase 
	always @(PS)
		case (PS)
			OFF:
				begin
					lighton = 1'b0;
					pt = no_point;
				end
			ON:
				begin
					lighton = 1'b1;
					pt = no_point;
				end
			PRESS:
				begin
					lighton = 1'b0;
					pt = plus_two;
				end
			default:
				begin
					lighton = 1'bx;
					pt = 2'bxx;
				end
		endcase
	D_FF dff0 (PS[0], NS[0], Reset, Clock);
	D_FF dff1 (PS[1], NS[1], Reset, Clock);
endmodule
module test_L3;
	reg clk, reset, bl, key;
	reg [2:0] top_pos;
	wire lit;
	wire [1:0] pt;
	parameter cc = 10;
	L3 L (clk, reset, bl, key, top_pos, lit, pt);
	always
		#cc clk = ~clk;
	always
		#(2*cc) top_pos = top_pos + 1;
	always
		#(5*cc) bl = ~bl;
	always
		#(5*cc) key = ~key;
	initial
	begin
		reset = 1;
		clk = 0;
		top_pos = 3'b000;
		bl = 0;
		key = 0;
		#cc reset = 0;
	end
endmodule 
module L4(Clock, Reset, BL, KEY, TOP_POS, lighton, pt);
	input Clock, Reset, BL, KEY;
	input [2:0] TOP_POS;   
	output lighton;  
	output signed [3:0] pt;  
	wire [1:0] PS;
	reg [1:0] NS;
	reg lighton;
	reg [3:0] pt;
	parameter [1:0] OFF = 2'b00, ON = 2'b01, PRESS = 2'b10, BAD = 2'b11;
	parameter [2:0] no_light_on = 3'b000, _0 = 3'b001, _1 = 3'b010, _2 = 3'b011, _3 = 3'b100, _4 = 3'b101;
	parameter signed [3:0] no_point = 4'b0000, plus_one = 4'b0001, plus_two = 4'b0010, neg_two = 4'b1110;
	always @(BL or KEY or TOP_POS or PS)
		case (PS)
			OFF:
				if (BL == 1'b1 && (KEY == 1'b0 || !(TOP_POS == _3))) NS = ON;  
				else if (BL == 1'b1 && (KEY == 1'b1 && (TOP_POS == _3))) NS = PRESS;
				else NS = OFF;  
			ON:
				if (BL == 1'b1 && (KEY == 1'b0 || !(TOP_POS == _3))) NS = ON;  
				else if (BL == 1'b1 && (KEY == 1'b1 && (TOP_POS == _3))) NS = PRESS;
				else NS = BAD;
			PRESS:
				NS = OFF;  
			BAD:
				if (BL && ~(KEY && (TOP_POS == _3))) NS = ON;  
				else if (BL && (KEY && (TOP_POS == _3))) NS = PRESS;
				else NS = OFF;  
			default:
				NS = 2'bxx;
		endcase 
	always @(PS)
		case (PS)
			OFF:
				begin
					lighton = 1'b0;
					pt = no_point;
				end
			ON:
				begin
					lighton = 1'b1;
					pt = no_point;
				end
			PRESS:
				begin
					lighton = 1'b0;
					pt = plus_one;
				end
			BAD:
				begin
					lighton = 1'b0;
					pt = neg_two;
				end
			default:
				begin
					lighton = 1'bx;
					pt = 2'bxx;
				end
		endcase
	D_FF dff0 (PS[0], NS[0], Reset, Clock);
	D_FF dff1 (PS[1], NS[1], Reset, Clock);
endmodule
module test_L4;
	reg clk, reset, bl, key;
	reg [2:0] top_pos;
	wire lit;
	wire [1:0] pt;
	parameter cc = 10;
	L4 L (clk, reset, bl, key, top_pos, lit, pt);
	always
		#cc clk = ~clk;
	always
		#(2*cc) top_pos = top_pos + 1;
	always
		#(5*cc) bl = ~bl;
	always
		#(5*cc) key = ~key;
	initial
	begin
		reset = 1;
		clk = 0;
		top_pos = 3'b000;
		bl = 0;
		key = 0;
		#cc reset = 0;
	end
endmodule 
module bank(Clock, Reset, KEY, LED, Ren, pt);
	input Clock, Reset, KEY, Ren;
	output [4:0] LED;
	output signed [3:0] pt;
	wire [3:0] pt_code0, pt_code1, pt_code2, pt_code3, pt_code4;
	score sc (pt, pt_code0, pt_code1, pt_code2, pt_code3, pt_code4);
	wire [2:0] top_code;
	encode_top et (LED, top_code);
	L0 light_0 (Clock, Reset, Ren, ~KEY, top_code, LED[0], pt_code0);
	L1 light_1 (Clock, Reset, LED[0], ~KEY, top_code, LED[1], pt_code1);
	L2 light_2 (Clock, Reset, LED[1], ~KEY, top_code, LED[2], pt_code2);
	L3 light_3 (Clock, Reset, LED[2], ~KEY, top_code, LED[3], pt_code3);
	L4 light_4 (Clock, Reset, LED[3], ~KEY, top_code, LED[4], pt_code4);
endmodule 
module test_bank;
	reg clk, Reset, KEY;
	reg Ren;
	reg [4:0] clk_SPD;
	wire [4:0] LED;
	wire [2:0] top_code;
	bank_0 bk (clk, Reset, KEY, clk_SPD, LED, top_code);
	parameter cc = 10;
	always
		#cc clk = ~clk;
	always
		#(5*cc) KEY = ~KEY;
	always
		#(7*cc) Ren = ~Ren;
	initial
	begin
		Reset = 1;
		clk = 0;
		KEY = 0;
		Ren = 0;
		#cc Reset = 0;
	end
endmodule 
module encode_top(L, O);
	input [4:0] L;
	output [2:0] O;
	assign O[2] = L[3] | L[4];
	assign O[1] = ~L[3] & ~L[4] & (L[2] | L[1]);
	assign O[0] = ~L[3] & ~L[4] & (L[0] & ~L[1] | L[2]) | L[4];
endmodule
module test_encoder;
	reg clk;
	reg [4:0] l;
	wire [2:0] o;
	encode_top e (l, o);
	parameter cc = 10;
	always
		#cc clk = ~clk;
	always
		#cc l = l + 1;
	initial
	begin
		clk = 0;
		l = 0;
	end
endmodule 
module score(select, pt_0, pt_1, pt_2, pt_3, pt_4);
	input [3:0] pt_0, pt_1, pt_2, pt_3, pt_4;
	output [3:0] select;
	or (select[0], pt_0[0], pt_1[0], pt_2[0], pt_3[0], pt_4[0]);
	or (select[1], pt_0[1], pt_1[1], pt_2[1], pt_3[1], pt_4[1]);
	or (select[2], pt_0[2], pt_1[2], pt_2[2], pt_3[2], pt_4[2]);
	or (select[3], pt_0[3], pt_1[3], pt_2[3], pt_3[3], pt_4[3]);
endmodule 
module D_FF (q, d, reset, clk);
	output q;
	input d, reset, clk;
	reg q;  
	always @(posedge clk or posedge reset)
		if (reset)
			q = 0;  
		else
			q = d;  
endmodule 
module clock_divider (clock, divided_clocks);
	input clock;
	output [31:0] divided_clocks;
	reg [31:0] divided_clocks;
	initial
		divided_clocks = 0;
	always @(posedge clock)
		divided_clocks = divided_clocks + 1;
endmodule  
==> results.cfg <==
; implementation run metrics
[drt]
routed-via-count = 383
postRouteAntennaNets = 0
detailedRoute.firstPassIterationCount = 3
dr.first_iter.drc_count = 37
antennaDiodeCount = 0
avgViaCountPerCell = 3.51
avgRoutedWirePerCell_um = 9.81
drt-total-wl_mm = 1.07
drcViolationCount = 0

[clock_network]
buffer_depth_of_the_longest_clock_path = 2
cts_made_buffers = 3
cts_hold_buffers = 0
post_cts.resized_instances = 0
cts_setup_buffers = 0
tritoncts = done
clk_sinks = 10
cts.reportedPaths.clkPinSlew_ns = 0.05
cts.htree.levels = 1
worst_skew_pair.late_latency_ns = 0.23
ctsRootBufferMaster = sky130_fd_sc_hd__clkbuf_8

[floorplanning]
fp.dieArea_mm2 = 0.00656
die_y_um = 81
floorplan.core_area_mm2 = 0.00363
initial_utilization = 0.149
floorplan.rows = 22
die_width_um = 81
pin_count = 13

[final_timing]
final_min_period_over_clock_period = 0.763
rsz0062_at_grt = no
timing.final.crit_period_ns = 2.29
slew_headroom = 0.739
tightest_slew_ns = 0.390
clock.fmax_ghz = 0.437
final_max_slew_viol_count = 0
worst_clock_skew_ns = 0.00305
totalNegativeSetupSlack_ns = 0
final_hold_viol_count = 0
setup-violations-final = 0

[global_routing]
first_global_vias = 371
global_route.usage.total = 0.0348
grt_antenna_before_repair = 0
wire_length_of_the_first_global_routing_pass_mm = 1.78
grt_overflow_total = 0
grt_start_max_net_pins = 11

[critical_path]
crit_path_max_fanout = 3
critical_path_max_stage_delay_ns = 0.40
crit_family = buffers and inverters
worst_setup_path_end_kind = output port
worstPathRequired_ns = 2.40
crit_path_start_kind = register
slowest_stage = sky130_fd_sc_hd__clkdlybuf4s50_1
worst-endpoint-arrival_ns = 1.69
timing_worst_setup_path_type = reg2out
critical_path_buf_inv_count = 1
timing.critical_path.cells = ha_1 -> a211o_1 -> nand2b_1 -> clkdlybuf4s50_1

[logic_synthesis]
synth.avg_cell_area_um2 = 10.0
synth.cellmix.adderShare = 0.0693
ys_chip_area_um2 = 542
netlist-cell-type-count = 24
synth_area_in_compound_gates = 0.0762
ys_top_logic_family = simple AND/OR/NAND/NOR gates
synth-simple-area-share = 0.254
synth-cells-yosys = 54
syn-instance-count = 54
post-synth-top-area-cell = sky130_fd_sc_hd__dfrtp_1
ys_sh_xor = 0
synthesis.yosys.warnings = 6
top_area_frac = 0.462
ys.flops = 10
synth.mux.area_fraction = 0
part_of_the_yosys_area_used_for_sequential_elements = 0.462
mappedNetlistArea_um2 = 542
topCellsByArea = sky130_fd_sc_hd__dfrtp_1, sky130_fd_sc_hd__buf_4, sky130_fd_sc_hd__ha_1

[power_and_ir_drop]
vdd_drop_max_uv = 266
fin_total_pwr_w = 0.000649
cell_pwr_density_mw_per_mm2 = 901
cellInternalPower_w = 0.000464
power.clock.fraction = 0.252
static-leakage-power_nw = 0.326
switching_share = 0.286
sequentialPowerShare = 0.342
comb_power_share = 0.406
switchingPower_w = 0.000185

[finish]
drive_above_1_share = 0.148
final_layout_top_logic_cells = sky130_fd_sc_hd__clkdlybuf4s50_1, sky130_fd_sc_hd__dfrtp_1, sky130_fd_sc_hd__inv_1
layout_top_cell = sky130_fd_sc_hd__clkdlybuf4s50_1
layout.filler_cells = 401
area_growth_syn_to_layout_pct = 33.0

[status]
run_status = finished clean

[placed_design]
place.detailed.hpwl_um = 898
numPortBuffers = 12
gp_congestion = 0.773

[min_path]
hold_class = reg2reg

[job]
number_of_warning_messages_in_the_logs = 27
timing.max_cap.violations = 0
## worst paths after layout
check	start	endpoint	slack (ns)	depth (start not counted)
min in group asynchronous	Reset	light_0.dff1.q$_DFF_PP0_	0.65	2
min	light_3.dff1.q$_DFF_PP0_	light_3.dff1.q$_DFF_PP0_	0.43	1
max reg2reg	light_0.dff1.q$_DFF_PP0_	light_0.dff0.q$_DFF_PP0_	1.85	3
max in group asynchronous	Reset	light_0.dff0.q$_DFF_PP0_	2.07	2
min reg2reg	light_3.dff1.q$_DFF_PP0_	light_3.dff1.q$_DFF_PP0_	0.43	1
max	light_0.dff1.q$_DFF_PP0_	pt[1]	0.71	4
## Yosys cell counts
library cell	number
sky130_fd_sc_hd__nor3_1	2
sky130_fd_sc_hd__ha_1	3
sky130_fd_sc_hd__nor2_2	1
sky130_fd_sc_hd__nor4_1	1
sky130_fd_sc_hd__nand2b_4	1
sky130_fd_sc_hd__buf_4	6
sky130_fd_sc_hd__clkbuf_1	3
sky130_fd_sc_hd__dfrtp_1	10
sky130_fd_sc_hd__nand3_2	1
sky130_fd_sc_hd__nand2_1	3
sky130_fd_sc_hd__and3b_1	1
sky130_fd_sc_hd__o221a_2	1
sky130_fd_sc_hd__nand3b_1	1
sky130_fd_sc_hd__o21ai_0	1
sky130_fd_sc_hd__nor2_1	2
sky130_fd_sc_hd__nor2b_1	2
sky130_fd_sc_hd__nand2b_1	4
sky130_fd_sc_hd__o21ba_2	1
sky130_fd_sc_hd__o22ai_1	1
sky130_fd_sc_hd__inv_1	5
sky130_fd_sc_hd__nand3_1	1
sky130_fd_sc_hd__a211o_1	1
sky130_fd_sc_hd__and3_1	1
sky130_fd_sc_hd__nor3b_1	1
## cell families (layout without fill, tap and decap cells)
logic type | count (synthesis) | after routing
and+or+nand+nor | 22 | 22
buffers and inverters | 14 | 21
DFF | 10 | 10
AOI/OAI and AO/OA | 5 | 5
adders and majority gates | 3 | 3
## per-stage QoR
stage	cells	hold slack [ns]	cell area (um^2)	utilization	setup slack [ns]
detailed placement	105	0.426	666	0.183	0.956
floorplan	54	0.401	542	-	1.44
CTS	109	0.432	721	0.198	0.701
finish	109	0.429	721	0.198	0.710
global placement	105	0.412	666	0.183	0.980
global route	109	0.452	721	0.198	0.629
## power by group through the flow
stage | registers (W) | logic [W] | clock network, W
5_1_grt | 0.000231 | 0.000294 | 0.000177
4_1_cts | 0.000223 | 0.000273 | 0.000169
6_report | 0.000222 | 0.000264 | 0.000163
## final cells by class
cell class,instances,area (um^2),area share
tap,48,60.1,0.0833
clock buffer,4,55.1,0.0764
multi-input combinational,30,216,0.300
timing repair buffer,12,120,0.167
sequential,10,250,0.347
inverter,5,18.8,0.0260
## worst register-to-register path: cells and delay by family, from the launching register on
family / cells / cell delay (ns)
and+or+nand+nor: 1 / 0.24
AOI/OAI and AO/OA: 1 / 0.23
adders and majority gates: 1 / 0.23
DFF: 1 / 0.37
## registers in the layout (all words and copies together) (netlist names)
register	flops
light_3.dff0.q	1
light_1.dff0.q	1
light_2.dff0.q	1
light_4.dff0.q	1
light_2.dff1.q	1
light_0.dff1.q	1
light_3.dff1.q	1
light_4.dff1.q	1
light_0.dff0.q	1
light_1.dff1.q	1
## metal layers
| metal | track usage | wire, um | vias up |
|---|---|---|---|
| met5 | 0 | 0 | - |
| met3 | 0.0234 | 123 | 2 |
| met1 | 0.0398 | 428 | 188 |
| li1 | - | - | 184 |
| met4 | 0.00173 | 4 | 0 |
| met2 | 0.0557 | 513 | 9 |
Power is estimated from default activity; no workload was simulated.
